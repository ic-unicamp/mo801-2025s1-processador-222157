### /design/flow/run.sh
#!/bin/bash
# OpenROAD 26Q1-2900-gdf79404cd8, Yosys 0.63+post, stock flow scripts
make -C /OpenROAD-flow-scripts/flow DESIGN_CONFIG=/design/flow/config.mk WORK_HOME=/design/flow/orfs finish
### /design/flow/config.mk
export PLATFORM = sky130hd
export DESIGN_NAME = store_mask
export DESIGN_NICKNAME = store_mask
export VERILOG_FILES = /design/flow/design.v
export SDC_FILE = /design/flow/constraint.sdc
export NUM_CORES = 4
export LEC_CHECK = 1
export CORE_AREA = 10 10 85 85
export DIE_AREA = 0 0 95 95
### /design/flow/constraint.sdc
current_design store_mask

set clk_period 3.1
set clk_io_pct 0.2

create_clock -name clk0 -period $clk_period

set non_clock_inputs [all_inputs -no_clocks]
set_input_delay [expr $clk_period * $clk_io_pct] -clock clk0 $non_clock_inputs
set_output_delay [expr $clk_period * $clk_io_pct] -clock clk0 [all_outputs]
### /design/flow/design.v
module store_mask(
  input [1:0] address,
  input [31:0] data_in,
  input [31:0] data_current,
  output [31:0] data_out,
  input [1:0] funct
);
reg [31:0] data_masked;
reg [31:0] data_shifted;
reg [31:0] data_current_masked;
always @(funct, data_in) begin
    case(funct)
        2'b00:  
            data_masked = data_in & 32'hFF;
        2'b01:  
            data_masked = data_in & 32'hFFFF;
        2'b10:  
            data_masked = data_in;
        default:
            data_masked = data_in;
    endcase
end
always @(address, data_masked) begin
    case(address)
        2'b00:  
            data_shifted = data_masked;
        2'b01 :  
            data_shifted = data_masked << 8;
        2'b10:  
            data_shifted = data_masked << 16;
        2'b11:  
            data_shifted = data_masked << 24;
        default:
            data_shifted = data_masked;
    endcase
end
always @(funct, address, data_current) begin
    case(funct)
        2'b00:  
            case(address)
                2'b00:  
                    data_current_masked = data_current & 32'hFFFFFF00;
                2'b01:  
                    data_current_masked = data_current & 32'hFFFF00FF;
                2'b10:  
                    data_current_masked = data_current & 32'hFF00FFFF;
                2'b11:  
                    data_current_masked = data_current & 32'h00FFFFFF;
                default:
                    data_current_masked = 32'h0;
            endcase
        2'b01:  
            case(address)
                2'b00:  
                    data_current_masked = data_current & 32'hFFFF0000;
                2'b10:  
                    data_current_masked = data_current & 32'h0000FFFF;
                default:
                    data_current_masked = 32'h0;
            endcase
        2'b10:  
            data_current_masked = 32'h0;
        2'b11:
            data_current_masked = 32'h0;
        default:
            data_current_masked = 32'h0;
    endcase
end
assign data_out = data_current_masked | data_shifted;
endmodule
==> flow_metrics.env <==
# yosys + openroad results
export IMPL_status="finished, final reports clean"
export IMPL_post_place_ws_ns=0.02328
export IMPL_wl_um=5720
export IMPL_ys_seq_share_pct=0
export IMPL_core_area_sq_um=5473
export IMPL_hold_path_class="in -> out"
export IMPL_finalPower_uw=325.6
export IMPL_place_congestion=0.8552
export IMPL_ys_area_sq_um=1020
export IMPL_chip_area_sq_um=9025
export IMPL_leakagePower_nw=0.8387
export IMPL_cp_required_ns=2.48
export IMPL_setup_ws_ns=0.06985
export IMPL_cpPeakStageDelay_ns=0.53
export IMPL_endpoint_kind="primary output"
export IMPL_period_minus_slack_ns=3.030
export IMPL_stdcell_count=315
export IMPL_yosys_area_top_type="a221o_1"
export IMPL_worst_slew_pin_slew_ns=0.3274
export IMPL_maxCapViolCount=0
export IMPL_syn_area_sq_um=1020
export IMPL_clock_buffers=0
export IMPL_slew_headroom_pct=78.17
export IMPL_p_per_area_nw_per_um2=150.0
export IMPL_slew_viol_final=0
export IMPL_fp_dieH_um=95
export IMPL_dp_cells=315
export IMPL_place_area_sq_um=2151
export IMPL_die_w_um=95
export IMPL_grt_max_degree=22
export IMPL_finalHoldViolCount=0
export IMPL_final_area_sq_um=2171
export IMPL_num_vias=1536
export IMPL_rsz0062_at_grt="no"
export IMPL_syn_area_per_cell_sq_um=7.131
export IMPL_dpl_hpwl_um=4750
export IMPL_wl_per_cell_um=18.16
export IMPL_drc_errors=0
export IMPL_postLayoutCoreUtil_pct=39.67
export IMPL_finalCritPeriodShare_pct=97.75
export IMPL_crit_path_start="funct[0]"
export IMPL_setup_worst_path_start_class="input port"
export IMPL_warning_count=32
export IMPL_setup_violations=0
export IMPL_topCellsByArea="a221o_1, nand3b_1, a21oi_1"
export IMPL_routed_via_density=4.876
export IMPL_placementRows=27
export IMPL_ff_latch_area_sq_um=0
export IMPL_gr_total_overflow=0
export IMPL_netlist_instances=143
export IMPL_worstSetupPathType="in -> out"
export IMPL_grt_usage_pct=11.97
export IMPL_whs_ns=2.063
export IMPL_fp_util_pct=18.63
export IMPL_dr_pass1_iters=4
export IMPL_top_cell_area_share_pct=13.74
export IMPL_cp_max_fo=8
export IMPL_synth_cell_types=31
export IMPL_syn_to_final_growth_pct=112.9
export IMPL_fin_setup_tns_ns=0
export IMPL_flop_count=0
export IMPL_fmax_ghz=0.3300
export IMPL_yosysWarnings=1
export IMPL_grt_pass1_wl_um=8583
export IMPL_drt_iter0_drc=68
export IMPL_grt_antenna_before_repair=0
export IMPL_path_cells="clkdlybuf4s50_1 -> buf_4 -> maj3_2 -> o32ai_1 -> clkdlybuf4s50_1"
export IMPL_crit_arrival_ns=2.41
export IMPL_layout_drive_gt1_share_pct=11.11
export IMPL_pin_count=100
export IMPL_cpMostUsedCell="clkdlybuf4s50_1"
export IMPL_io_buffers=100
export IMPL_post_cts_setup_buffers=0
export IMPL_ir_drop_mv=0.05674
export IMPL_num_antenna_cells=0
export IMPL_crit_path_top_delay_cell="clkdlybuf4s50_1"
export IMPL_drtAntennaViolNets=0
export IMPL_grt_pass1_vias=1576
export IMPL_synth_cells_yosys=143
export IMPL_critPathCapture="data_out[14]"
## critical path: cells and delay by family
kind | cells | cell delay, ns
buffers and inverters | 3 | 1.16
adders and majority gates | 1 | 0.38
AOI/OAI and AO/OA | 1 | 0.26
## cell usage in the layout, fill, tap and decap left out
cell type,synthesis,layout
a211oi_2,0,1
a211oi_4,1,1
a21boi_1,7,7
a21oi_1,14,14
a221o_1,14,14
a22o_1,8,8
a32o_1,1,1
a32oi_1,1,1
and3_1,1,1
buf_12,0,2
buf_2,8,1
buf_4,0,14
clkdlybuf4s50_1,0,98
dlymetal6s2s_1,0,1
inv_1,9,9
inv_2,1,1
maj3_2,2,2
mux2i_1,7,7
nand2_1,18,18
nand3b_1,14,14
nor2_2,2,1
nor2_4,0,1
nor2b_1,1,1
nor2b_4,1,1
nor3b_1,1,1
o211a_1,1,1
o211ai_1,1,1
o21a_1,1,1
o21ai_0,1,1
o21ai_1,2,2
o21ba_1,1,1
o21ba_2,1,1
o2bb2ai_1,7,7
o32ai_1,8,7
o32ai_2,0,1
## final cells by class
type / instances / area, sq um
inverter: 10 / 37.54
timing repair buffer: 116 / 1144
fill: 568 / 3302
tap: 72 / 90.09
multi-input combinational: 117 / 899.6
## per-layer routing
layer / routed length, um / track usage [%] / share of wire (%) / vias to the layer above
li1: - / - / - / 772
met2: 2732 / 21.51 / 48 / 59
met3: 458 / 2.404 / 8.0 / 0
met4: 0 / 0 / 0 / 0
met5: 0 / 0 / 0 / -
met1: 2528 / 15.26 / 44 / 705
## cells by family (layout without fill, tap and decap cells)
kind of cell | Yosys count | in the layout | synth area share [%]
buf+inv | 26 | 126 | 13.50
compound gates | 70 | 70 | 55.95
fa+ha+maj | 2 | 2 | 2.208
simple gates | 38 | 38 | 21.47
mux | 7 | 7 | 6.871
## synth_stat cells
library cell,n
a211oi_1,1
a211oi_4,1
a21boi_1,7
a21oi_1,14
a221o_1,14
a22o_1,8
a32o_1,1
a32oi_1,1
and3_1,1
buf_2,8
buf_6,4
clkbuf_1,4
inv_1,9
inv_2,1
maj3_2,2
mux2i_1,7
nand2_1,18
nand3b_1,14
nor2_2,2
nor2b_1,1
nor2b_4,1
nor3b_1,1
o211a_1,1
o211ai_1,1
o21a_1,1
o21ai_0,1
o21ai_1,2
o21ba_1,1
o21ba_2,1
o2bb2ai_1,7
o32ai_1,8
## worst min path at each step
| stage | slack, ns | from | depth (start not counted) | endpoint |
|---|---|---|---|---|
| after global routing | 2.13 | address[1] | 4 | data_out[31] |
| final | 2.06 | address[1] | 4 | data_out[31] |
| after CTS | 2.18 | data_current[15] | 4 | data_out[15] |
## where the power goes
group	switching [mW]	total, mW	leakage [nW]	internal [mW]
registers	0	0	0	0
clock network	0	0	0	0
logic	0.112	0.326	0.839	0.214
total	0.112	0.326	0.839	0.214
## what timing repair did
action | CTS | global route
endpoints found under the hold margin | 0 | 0
endpoints found under the setup margin | 0 | 27
resized | 0 | 4
hold buffers | 0 | 0
No activity file was given, so power comes from the tool's default toggle rates.
