--- flow/design.v ---
module alu(  
    input [31:0] srcA,  
    input [31:0] srcB,  
    output reg [31:0] result,  
    input [9:0] funct,  
    output reg zero  
);
always @(funct, srcA, srcB) begin
    case(funct)
        10'b0000000000:
            result = srcA + srcB;
        10'b1000000000:
            result = (srcA + srcB) & -32'd2;
        10'b0100000000:
            result = srcA - srcB;
        10'b0000000001:
            result = srcA << srcB[4:0];
        10'b0000000010:
            result = ((srcA[31] == 1 && srcB[31] == 0) || ((srcA[31] == srcB[31]) && (srcA[30:0] < srcB[30:0]))) ? 32'b1 : 32'b0;
        10'b0000000011:
            result = (srcA < srcB) ? 32'b1 : 32'b0;
        10'b0000000100:
            result = srcA ^ srcB;
        10'b0000000101:
            result = srcA >> srcB[4:0];
        10'b0100000101:
            result = ((srcA ^ {32{srcA[31]}}) >> srcB[4:0]) ^ {32{srcA[31]}};
        10'b0000000110:
            result = srcA | srcB;
        10'b0000000111:
            result = srcA & srcB;
        default: result = 32'b0;
    endcase
    zero = result == 32'b0;
end
endmodule
--- flow/run.sh ---
#!/bin/bash
# OpenROAD 26Q1-2900-gdf79404cd8, Yosys 0.63+post, stock flow scripts
make -C /OpenROAD-flow-scripts/flow DESIGN_CONFIG=/design/flow/config.mk WORK_HOME=/design/flow/orfs finish
--- flow/config.mk ---
export PLATFORM = sky130hd
export DESIGN_NAME = alu
export DESIGN_NICKNAME = alu
export VERILOG_FILES = /design/flow/design.v
export SDC_FILE = /design/flow/constraint.sdc
export NUM_CORES = 4
export LEC_CHECK = 1
export CORE_UTILIZATION = 40
--- flow/constraint.sdc ---
current_design alu

set clk_period 17.4
set clk_io_pct 0.2

create_clock -name clk0 -period $clk_period

set non_clock_inputs [all_inputs -no_clocks]
set_input_delay [expr $clk_period * $clk_io_pct] -clock clk0 $non_clock_inputs
set_output_delay [expr $clk_period * $clk_io_pct] -clock clk0 [all_outputs]
==> impl_metrics.py <==
# Metrics from the implementation run
metrics = {
    "placement": {
        "port_buffers": 107,
        "place_area_um2": 11800,
        "place_inst": 1881,
        "dpl_worst_slack_ns": 4.57,
        "detailed_place_hpwl_um": 43600,
        "gp_congestion": 1.06,
    },
    "floorplan": {
        "die_x_um": 164,
        "dieArea_um2": 26800,
        "die_h_um": 164,
        "fp_util_pct": 41.2,
        "core_area_um2": 25400,
        "pin_count": 107,
        "std_cell_rows": 58,
    },
    "timing": {
        "holdWs_ns": 8.25,
        "hold_viol": 0,
        "max_freq_mhz": 77.2,
        "slew_headroom_pct": 33.0,
        "worst_slack_ns": 4.45,
        "period_needed_ns": 12.95,
        "rsz0062_at_grt": "false",
        "drv_slew": 0,
        "finalSetupViolations": 0,
        "worst_pin_slew_ns": 0.980,
        "tns_ns": 0,
        "min_period_over_period_pct": 74.4,
    },
    "grt": {
        "grt_pass1_vias": 11707,
        "grt_use_total_pct": 41.8,
        "gr-total-overflow": 0,
        "grt_max_degree": 60,
        "grt_first_pass_wirelength_um": 79900,
        "antenna_found_initial": 0,
    },
    "worst_setup_path": {
        "path_max_fanout": 43,
        "crit_required_ns": 13.92,
        "endpoint_kind": "output pin",
        "start_kind": "input pin",
        "critical_path_buf_inv_count": 5,
        "path_delay_family": "AND-OR/OR-AND gates",
        "critPathKind": "input pin to output pin",
        "cp_cell_sequence": "clkdlybuf4s50_1, buf_4, clkinv_1, buf_4, ha_1, nor2_1, o221ai_1, a2111oi_0, nor4_1, o41ai_1, o221ai_1, a211o_1, or3b_2, nor4_1, nand4bb_1, nor3_2, clkdlybuf4s50_1",
        "timing.critical_path.arrival_ns": 9.47,
        "crit_path_max_incr_delay_ns": 0.90,
        "crit_slowest_cell": "a2111oi_0",
    },
    "detailed_routing": {
        "avgRoutedWirePerCell_um": 29.5,
        "ant_nets": 0,
        "vias_per_cell": 6.88,
        "antenna_cells": 0,
        "wl_um": 55600,
        "firstDrtPassIters": 6,
        "num_vias": 12944,
        "drc": 0,
        "drt_iter0_drc": 1624,
    },
    "power_and_ir_drop": {
        "p_leak_nw": 4.69,
        "finalPower_mw": 0.374,
        "pwr_density_cell_nw_per_um2": 31.8,
        "ir_worst_vdd_mv": 0.0241,
    },
    "cells_and_area": {
        "seq_cells": 0,
        "final_area_um2": 11800,
        "final_core_util_pct": 46.3,
        "instances_no_fill": 1881,
        "clock_buffers": 0,
        "layout-drive-gt1-share_pct": 9.48,
        "seqCellArea_um2": 0,
        "area_growth_pct": 12.4,
    },
    "yosys": {
        "ys_chip_area_um2": 10500,
        "top_area_share_pct": 13.0,
        "topCellsByArea": "ha_1 13%, mux4_2 10%, mux2i_1 6.1%, o21ai_0 5.8%, a21oi_1 5.7%",
        "avgSynthCellArea_um2": 6.88,
        "synth_seq_share_pct": 0,
        "yosys_warnings": 1,
        "yosys_cells": 1523,
        "syn_inst": 1523,
        "largest_area_cell": "ha_1",
        "ys_types": 84,
        "syn_area_um2": 10500,
    },
    "clocking": {
        "cts_resized": 0,
        "holdBufCountCts": 0,
        "cts_setup_buffers": 0,
    },
    "min_path": {
        "hold_class": "input pin to output pin",
    },
    "outcome": {
        "status": "completed",
    },
    "run": {
        "max_cap_viol_count": 0,
        "warnings": 109,
    },
}
[kinds of logic after synthesis]
family,count (synthesis),share of synthesized area [%]
AND-OR/OR-AND,520,33.1
AND/OR/NAND/NOR,498,23.0
buffers and inverters,221,8.47
multiplexers,131,18.4
adder cells (fa/ha/maj),112,13.6
XOR/XNOR,41,3.50
[layer usage]
metal / wire length, um / vias to the layer above / GRT usage [%]
met2: 23800 / 829 / 62.8
met4: 2070 / 0 / 12.5
met1: 23500 / 6188 / 59.4
met3: 6160 / 108 / 10.0
li1: - / 5819 / -
met5: 0 / - / 0
[power breakdown]
part / switching, mW / internal [mW] / total, mW / leakage, nW
logic: 0.235 / 0.139 / 0.374 / 4.69
registers: 0 / 0 / 0 / 0
clock network: 0 / 0 / 0 / 0
[cells in the mapped netlist (all sizes together), types with 12 or more instances]
library cell  count
nand4            16
or3              16
a31oi            21
nor4             15
nor2            140
o211ai           26
a211oi           38
nand2           140
nand3            37
a21oi           120
buf              41
a221oi           19
ha              109
a221o            12
nor2b            17
o221ai           18
o22ai            26
clkbuf           82
nor3             46
mux4             47
mux2             20
mux2i            64
o21ai           123
xnor2            40
nor3b            12
inv              96
[final cells by class]
type                       instances  area [um^2]
fill                            2639        13600
multi-input combinational       1302         9600
timing repair buffer             151         1380
tap                              330          413
inverter                          98          368
[layout by cell type, fill, tap and decap left out, drive strengths merged, types with 16 or more instances in the layout]
cell type / netlist / layout
a31oi: 21 / 21
or3: 16 / 16
a221oi: 19 / 19
nor2b: 17 / 17
o21ai: 123 / 123
ha: 109 / 109
a211oi: 38 / 38
mux2: 20 / 20
mux2i: 64 / 64
inv: 96 / 96
o22ai: 26 / 26
clkdlybuf4s50: 0 / 102
nor2: 140 / 140
xnor2: 40 / 40
o221ai: 18 / 18
nor3: 46 / 46
a21oi: 120 / 120
o211ai: 26 / 26
mux4: 47 / 47
buf: 41 / 49
nand4: 16 / 16
nand3: 37 / 37
nand2: 140 / 140
[tightest hold or removal path, delay by kind of cell]
family,cells,cell delay [ns]
buf+inv,3,0.88
compound gates,1,0.06
simple gates,3,0.34
[final timing paths]
kind	slack (ns)	depth (start not counted)	start	end
worst min-delay path	8.25	7	funct[1]	result[0]
worst max-delay path	4.45	17	srcB[4]	zero
Power is estimated from default activity; no workload was simulated.
