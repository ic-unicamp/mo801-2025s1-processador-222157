<file path="design/flow/run.sh">
#!/bin/bash
# OpenROAD 26Q1-2900-gdf79404cd8, Yosys 0.63+post, stock flow scripts
make -C /OpenROAD-flow-scripts/flow DESIGN_CONFIG=/design/flow/config.mk WORK_HOME=/design/flow/orfs finish
</file>
<file path="design/flow/config.mk">
export PLATFORM = sky130hd
export DESIGN_NAME = regfile
export DESIGN_NICKNAME = regfile
export VERILOG_FILES = /design/flow/design.v
export SDC_FILE = /design/flow/constraint.sdc
export NUM_CORES = 4
export LEC_CHECK = 1
export CORE_UTILIZATION = 30
</file>
<file path="design/flow/constraint.sdc">
current_design regfile

set clk_period 8.6
set clk_io_pct 0.2

create_clock -name clk0 -period $clk_period [get_ports {clk}]

set non_clock_inputs [all_inputs -no_clocks]
set_input_delay [expr $clk_period * $clk_io_pct] -clock clk0 $non_clock_inputs
set_output_delay [expr $clk_period * $clk_io_pct] -clock clk0 [all_outputs]
</file>
<file path="design/flow/design.v">
module regfile(  
    input clk,  
    input we,  
    input [4:0] rs1,  
    input [4:0] rs2,  
    input [4:0] rd,  
    input [31:0] wd,  
    output reg [31:0] rd1,  
    output reg [31:0] rd2  
);
reg [31:0] registers [31:1];  
always @(posedge clk) begin
    if(we == 1 && rd != 0) begin
        registers[rd] = wd;
    end
    rd1 = (rs1 == 0) ? 32'b0 : registers[rs1];
    rd2 = (rs2 == 0) ? 32'b0 : registers[rs2];
end
endmodule
</file>
==> run_results.csv <==
group,metric,value,unit
power,vdd_drop_max,0.196,mV
clock_network,hold_buffers,0,
drt,vias,51600,
global_route,grt_max_degree,49,
placed_design,dp_hpwl,233000,um
critical_path,critical_path_required,9180,ps
drt,wl_per_cell,44.4,um
synth,yosys_cells,5494,
timing,setup_viol,0,
drt,ant_nets,0,
critical_path,critPathArrivalTime,7320,ps
finish,syn_to_final_growth,19.3,%
placed_design,portBuffers,112,
synth,ys_warn_count,2,
clock_network,cts_max_level,3,
timing,worst_pin_slew,1560,ps
timing,finalCriticalPeriod,6750,ps
synth,yosysTopAreaCell,"dfxtp_1",
drt,vias_per_cell,6.48,
drt,initialDrtViolationCount,6775,
finish,fillers,16200,
placed_design,place_inst,7677,
timing,slew_viol_final,5,
placed_design,gp_congestion,1.14,
floorplanning,core_area,0.161,mm^2
global_route,grt_pass1_vias,47600,
outcome,status,"finished with violations",
timing,min_period_over_period,78.4,%
floorplanning,fp.dieH,404,um
synth,ys_seq_share,43.5,%
synth,synth_cell_type_count,80,
finish,instances_no_fill,7962,
clock_network,clk_path_buf_depth,3,
finish,drive_above_1_share,14.5,%
critical_path,endpoint_kind,"flop",
timing,slew_headroom,-4.10,%
synth,top_cells_by_count,"dfxtp_1 (1056), inv_1 (668), mux2i_1 (618), o22ai_1 (556), nand2_1 (453)",
critical_path,worstPathMaxFanout,18,
timing,rsz0062_at_grt,"false",
critical_path,startpoint_type,"input port",
floorplanning,die-area,0.164,mm^2
clock_network,clkTransAtPathRegs,60,ps
timing,fin_skew,64.2,ps
min_path,holdCritPathClass,"flop to flop",
synth,yosys_area,0.0486,mm^2
critical_path,path_cells,"clkdlybuf4s50_1 -> and4b_1 -> buf_4 -> nand2_2 -> buf_4 -> buf_4 -> mux2i_1 -> o22ai_1 -> or4_1 -> nor4_1 -> a31oi_1",
synth,synth-main-ff-cell,"dfxtp_1",
drt,wl,353000,um
power,p_leak,29.3,nW
global_route,grt_pass1_wl,458000,um
synth,top_cells_by_area,"dfxtp_1 (44%), mux2i_1 (13%), o22ai_1 (7.2%)",
clock_network,cts-root-buf,"clkbuf_16",
clock_network,cts_tree,"done",
outcome,violations,"max-capacitance violations, max-slew violations",
global_route,antenna_found_initial,52,
timing,hold_viol_final,0,
synth,top_cell,"dfxtp_1",
critical_path,cp_slowest_cell,"nor4_1",
job,tool_warnings,26,
timing,fmax,148,MHz
critical_path,worstSetupPathType,"input port to flop",
synth,synthArstFlopShare,0,%
global_route,gr-total-overflow,0,
timing,fin_tns_setup,0,ps
floorplanning,die_x,404,um
synth,edf_count,0,
synth,netlist_instances,5494,
synth,synth_area,0.0486,mm^2
drt,drcViolationCount,0,
clock_network,insertion_delay,810,ps
critical_path,slowest_delay,1210,ps
job,max_cap_viol_count,1,
clock_network,cts_resized,0,
critical_path,crit_top_cell,"buf_4",
floorplanning,num_rows,147,
clock_network,cts_sinks,1056,
synth,yosys.area.top_type_share,43.5,%
clock_network,cts_buffers,121,
floorplanning,floorplan.core_util,30.2,%
drt,firstDrtPassIters,9,
clock_network,cts_setup_buffers,0,
global_route,grt_use_total,43.5,%
floorplanning,io_pins,113,
synth,synth_flops,1056,
synth,postSynthAreaPerCell,8.84,um^2
power,cellPowerDensity,251,mW/mm^2
[flip-flops by register name, indices dropped and copies added, names as in the netlist]
signal	cells
rd1	32
rd2	32
registers	992
[stage by stage]
| step | utilization (%) | setup WS [ps] | total power [mW] | area (um^2) | hold slack, ps |
|---|---|---|---|---|---|
| 3_5_place_dp | 33.3 | 1520 | 8.78 | 53500 | 454 |
| 6_report | 36.1 | 1850 | 14.5 | 58000 | 461 |
| 5_1_grt | 36.0 | 2000 | 14.9 | 57800 | 486 |
| 3_3_place_gp | 33.3 | 1260 | 8.76 | 53500 | 444 |
| 4_1_cts | 36.0 | 2350 | 14.4 | 57800 | 462 |
| 2_1_floorplan | - | 4700 | 7.63 | 48600 | 422 |
[power breakdown]
part	internal [mW]	switching, mW	leakage [nW]
clock network	3.34	2.37	2.14
logic	0.845	1.67	18.4
registers	5.89	0.437	8.81
total	10.1	4.47	29.3
[layer usage]
metal	routed length, um	vias up	global-route usage (%)
met5	781	-	3.15
met4	27300	46	26.3
met3	59500	1439	28.3
met2	132000	4762	54.7
met1	133000	25100	54.7
li1	-	20200	-
[final cells by class]
| cell class | instances | area, um^2 | share of cell area [%] |
|---|---|---|---|
| multi-input combinational | 3316 | 23200 | 40.1 |
| sequential | 1056 | 21100 | 36.5 |
| timing repair buffer | 476 | 3880 | 6.70 |
| clock buffer | 165 | 3470 | 6.00 |
| tap | 2160 | 2700 | 4.66 |
| inverter | 669 | 2510 | 4.33 |
| clock inverter | 61 | 867 | 1.50 |
| antenna | 59 | 148 | 0.255 |
[worst max-delay path: cells and delay by family]
kind / cells / cell delay, ps
muxes: 1 / 470
buffers and inverters: 4 / 1930
AOI/OAI and AO/OA: 2 / 620
and+or+nand+nor: 4 / 2520
[kinds of logic after synthesis]
logic type	Yosys count	share of synthesized area, %
xor+xnor	1	0.0180
buf+inv	1122	9.09
simple gates	1064	10.7
mux	773	16.3
compound gates	1478	20.3
flops	1056	43.5
[cell usage in the layout, fill, tap and decap left out, types with 60 or more instances in the layout]
master           netlist  final
o21ai_0              218    218
o22ai_1              556    556
inv_1                668    668
nand3_1               60     60
mux2_2               155    155
a22oi_1               61     61
nor3_1                64     61
nand2_1              453    429
mux2i_1              618    618
a31oi_1               68     68
a21oi_1              169    168
buf_4                 19    361
dfxtp_1             1056   1056
clkdlybuf4s50_1        0    110
nor2_1               175    145
clkbuf_16              0    122
nor4_1               135    133
[worst paths after layout]
kind	start	to	slack, ps	cells after the start
setup / recovery	rd[4]	rd1[24]	1850	11
hold / removal	registers[8][18]	registers[8][18]	460	2
setup reg to reg	registers[17][24]	rd1[24]	5310	5
hold reg to reg	registers[8][18]	registers[8][18]	460	2
No activity file was given, so power comes from the tool's default toggle rates.
